[config.mk]
export PLATFORM = sky130hd
export DESIGN_NAME = i2c_master
export DESIGN_NICKNAME = i2c_master
export VERILOG_FILES = /design/flow/design.v
export SDC_FILE = /design/flow/constraint.sdc
export NUM_CORES = 4
export LEC_CHECK = 1
export CORE_UTILIZATION = 40
[constraint.sdc]
current_design i2c_master

set clk_period 3.4
set clk_io_pct 0.2

create_clock -name clk0 -period $clk_period [get_ports {clk_i}]

set non_clock_inputs [all_inputs -no_clocks]
set_input_delay [expr $clk_period * $clk_io_pct] -clock clk0 $non_clock_inputs
set_output_delay [expr $clk_period * $clk_io_pct] -clock clk0 [all_outputs]
[design.v]
module i2c_master (
    input  logic        clk_i,
    input  logic        rst_i,
    input  logic [ 7:0] din_i,
    input  logic [15:0] dvsr_i,
    input  logic [ 2:0] cmd_i,
    input  logic        wr_i2c_i,
    inout  tri          scl_io,        
    inout  tri          sda_io,        
    output logic        ready_o,
    output logic        done_tick_o,
    output logic        ack_o,
    output logic [ 7:0] dout_o
);
  localparam START_CMD = 3'b000;
  localparam WR_CMD = 3'b001;
  localparam RD_CMD = 3'b010;
  localparam STOP_CMD = 3'b011;
  localparam RESTART_CMD = 3'b100;
  typedef enum {
    Idle, Hold, Start1, Start2, Data1, Data2, Data3, Data4, DataEnd,
    Restart, Stop1, Stop2
  } state_type_e;
  state_type_e state_reg, state_next;
  logic [15:0] tick_counter_q, tick_counter_d;        
  logic [15:0] qutr, half;                            
  logic [8:0] tx_shift_buffer_q, tx_shift_buffer_d;   
  logic [8:0] rx_shift_buffer_q, rx_shift_buffer_d;   
  logic [2:0] cmd_reg_q, cmd_reg_d;                   
  logic [3:0] data_counter_q, data_counter_d;         
  logic sda_temp_q, sda_temp_d;                       
  logic scl_temp_q, scl_temp_d;                       
  logic data_phase;                                   
  logic done_tick;                                    
  logic ready;                                        
  logic into;                                         
  logic nack;                                         
  always_ff @(posedge clk_i, posedge rst_i) begin
    if (rst_i) begin
      sda_temp_d <= 1'b1;
      scl_temp_d <= 1'b1;
    end else begin
      sda_temp_d <= sda_temp_q;
      scl_temp_d <= scl_temp_q;
    end
  end
  assign scl_io = (scl_temp_d) ? 1'bz : 1'b0;
  assign into = (data_phase && cmd_reg_q == RD_CMD && data_counter_q < 8) || 
                (data_phase && cmd_reg_q == WR_CMD && data_counter_q == 8);
  assign sda_io = (into || sda_temp_d) ? 1'bz : 1'b0;
  assign dout_o = rx_shift_buffer_q[8:1];
  assign ack_o = rx_shift_buffer_q[0];
  assign nack = din_i[0];
  always_ff @(posedge clk_i, posedge rst_i) begin
    if (rst_i) begin
      state_reg         <= Idle;
      tick_counter_q    <= 'd0;
      data_counter_q    <= 'd0;
      cmd_reg_q         <= 'd0;
      tx_shift_buffer_q <= 'd0;
      rx_shift_buffer_q <= 'd0;
    end else begin
      state_reg         <= state_next;
      tick_counter_q    <= tick_counter_d;
      data_counter_q    <= data_counter_d;
      cmd_reg_q         <= cmd_reg_d;
      tx_shift_buffer_q <= tx_shift_buffer_d;
      rx_shift_buffer_q <= rx_shift_buffer_d;
    end
  end
  assign qutr = dvsr_i;
  assign half = {qutr[14:0], 1'b0};
  always_comb begin
    state_next        = state_reg;
    tick_counter_d    = tick_counter_q + 'd1;
    data_counter_d    = data_counter_q;
    tx_shift_buffer_d = tx_shift_buffer_q;
    rx_shift_buffer_d = rx_shift_buffer_q;
    cmd_reg_d         = cmd_reg_q;
    scl_temp_q        = 1'b1;
    sda_temp_q        = 1'b1;
    data_phase        = 1'b0;
    done_tick         = 1'b0;
    ready             = 1'b0;
    case (state_reg)
      Idle: begin
        ready = 1'b1;
        if (wr_i2c_i && cmd_i == START_CMD) begin
          state_next     = Start1;
          tick_counter_d = 'd0;
        end
      end
      Start1: begin
        sda_temp_q = 1'b0;
        if (tick_counter_q == half) begin
          tick_counter_d = 'd0;
          state_next     = Start2;
        end
      end
      Start2: begin
        sda_temp_q = 1'b0;
        scl_temp_q = 1'b0;
        if (tick_counter_q == half) begin
          tick_counter_d = 'd0;
          state_next     = Hold;
        end
      end
      Hold: begin
        ready      = 1'b1;
        sda_temp_q = 1'b0;
        scl_temp_q = 1'b0;
        if (wr_i2c_i) begin
          cmd_reg_d      = cmd_i;
          tick_counter_d = 'd0;
          case (cmd_i)
            RESTART_CMD, START_CMD: begin
              state_next = Restart;
            end
            STOP_CMD: begin
              state_next = Stop1;
            end
            default: begin
              data_counter_d    = 'd0;
              state_next        = Data1;
              tx_shift_buffer_d = {din_i, nack};
            end
          endcase
        end
      end
      Data1: begin
        sda_temp_q = tx_shift_buffer_q[8];
        scl_temp_q = 1'b0;
        data_phase = 1'b1;
        if (tick_counter_q == qutr) begin
          tick_counter_d = 'd0;
          state_next     = Data2;
        end
      end
      Data2: begin
        sda_temp_q = tx_shift_buffer_q[8];
        data_phase = 1'b1;
        if (tick_counter_q == qutr) begin
          tick_counter_d    = 'd0;
          state_next        = Data3;
          rx_shift_buffer_d = {rx_shift_buffer_q[7:0], sda_io};
        end
      end
      Data3: begin
        sda_temp_q = tx_shift_buffer_q[8];
        data_phase = 1'b1;
        if (tick_counter_q == qutr) begin
          tick_counter_d = 'd0;
          state_next     = Data4;
        end
      end
      Data4: begin
        sda_temp_q = tx_shift_buffer_q[8];
        scl_temp_q = 1'b0;
        data_phase = 1'b1;
        if (tick_counter_q == qutr) begin
          tick_counter_d = 0;
          if (data_counter_q == 8) begin
            state_next = DataEnd;
            done_tick  = 1'b1;
          end else begin
            tx_shift_buffer_d = {tx_shift_buffer_q[7:0], 1'b0};
            data_counter_d    = data_counter_q + 1;
            state_next        = Data1;
          end
        end
      end
      DataEnd: begin
        sda_temp_q = 1'b0;
        scl_temp_q = 1'b0;
        if (tick_counter_q == qutr) begin
          tick_counter_d = 'd0;
          state_next     = Hold;
        end
      end
      Restart: begin
        if (tick_counter_q == half) begin
          tick_counter_d = 'd0;
          state_next     = Start1;
        end
      end
      Stop1: begin
        sda_temp_q = 1'b0;
        if (tick_counter_q == half) begin
          tick_counter_d = 'd0;
          state_next     = Stop2;
        end
      end
      Stop2: begin
        if (tick_counter_q == half) begin
          state_next = Idle;
        end
      end
      default: begin
        if (tick_counter_q == half) begin
          state_next = Idle;
        end
      end
    endcase
  end
  assign done_tick_o = done_tick;
  assign ready_o = ready;
endmodule
[run.sh]
#!/bin/bash
# OpenROAD 26Q1-2900-gdf79404cd8, Yosys 0.63+post, stock flow scripts
make -C /OpenROAD-flow-scripts/flow DESIGN_CONFIG=/design/flow/config.mk WORK_HOME=/design/flow/orfs finish
==> impl_metrics.ini <==
; synthesis and place-and-route metrics
[placed_design]
dp_hpwl_um = 2827
portBuffers = 23
postPlaceCellArea_mm2 = 0.002385
gp_congestion = 0.8083
placed_cells = 298

[clock_tree]
cts-root-buf = clkbuf_8
cts_hold_buf = 0
postCtsSetupBuffers = 0
htree_levels = 2
cts_sinks = 32
cts_buffers = 5
ctsResizeCount = 0
clk_pin_slew_ps = 60
clk_path_buf_depth = 2
clk-insertion-delay-late_ps = 280
cts_tree = built

[setup_path]
regToRegStartpoint = tick_counter_q[2]
crit_arrival_ps = 2560
crit_type = in -> out
startpoint_type = input pin
required_ps = 2720
rrSetupSlack_ps = 1280
crit-reg2reg-capture = tick_counter_q[1]
r2r_cells = 7
endpoint_kind = output port
crit_fanout = 2

[yosys]
ys.flops = 32
synth_area_mm2 = 0.002173
ys_chip_area_mm2 = 0.002173
synth_cell_types = 48
async_reset_ff_share_pct = 100.0
ys_seq_share_pct = 36.90
avgSynthCellArea_um2 = 10.25
synthCells = 212
yosys_warnings = 3
edf_count = 0
ff_type = dfrtp_1
ys_cells = 212

[floorplanning]
fp.coreArea_mm2 = 0.005172
die_w_um = 75.71
die_area_mm2 = 0.005732
rows = 26
die_y_um = 75.71
initial_core_util_pct = 42.02
pin_count = 43

[power]
p_leak_nw = 1.090
power_mw = 0.9423
ir_drop_mv = 0.2816
power.density_mw_per_mm2 = 380.0

[routing]
vias = 1505
routed_wl_um = 3979
diodes = 0
first_iter_violations = 45
viasPerCell = 4.918
postRouteAntennaNets = 0
drtPass1Iterations = 4
drc = 0
avgRoutedWirePerCell_um = 13.00

[cells_and_area]
areaGrowthSynthToFinish_pct = 14.10
layout-drive-gt1-share_pct = 17.37
finalNonFillerCells = 306
comb_area_mm2 = 0.001195
flop_area_um2 = 802.0
n_fill_cell = 476
final_cell_area_mm2 = 0.002480

[status]
outcome = finished, final reports clean

[timing]
finalHoldViolations = 0
finalSetupViolations = 0
fin_crit_sh_pct = 95.17
finalWorstPathRequiredPeriod_ps = 3236
fmax_ghz = 0.3091
finClkSkew_ps = 6.616
hold_slack_ps = 479.5
rsz0062_at_grt = no
finalSetupTns_ps = 0
report.final.slew_viol_count = 0

[grt]
grt.overflow.total = 0
first_global_vias = 1370
antenna_found_initial = 0
grt_max_degree = 33
grt_pass1_wl_um = 6458
track_usage_pct = 15.51

[job]
warning_count = 34
max-cap-violations = 0

[worst_hold_path]
hold_path.class = reg -> reg
holdPathEnd = state_reg[1]
hold_path_depth = 1
min-delay-start = state_reg[1]
==> cells in the mapped netlist (2+ instances only) <==
| cell | number | area [µm²] |
|---|---|---|
| dfrtp_1 | 31 | 775.7 |
| nand4_1 | 3 | 18.77 |
| nor4_2 | 5 | 62.56 |
| o211ai_1 | 4 | 30.03 |
| buf_6 | 5 | 56.30 |
| o311ai_2 | 2 | 32.53 |
| mux2_2 | 4 | 45.04 |
| nand3_1 | 10 | 50.05 |
| nor3_1 | 4 | 20.02 |
| ha_1 | 3 | 37.54 |
| o21ai_0 | 2 | 10.01 |
| nor4_1 | 3 | 18.77 |
| nand2_1 | 15 | 56.30 |
| nor2_1 | 5 | 18.77 |
| buf_2 | 4 | 20.02 |
| xor2_1 | 39 | 341.6 |
| or3_1 | 2 | 12.51 |
| buf_4 | 12 | 90.09 |
| a21oi_1 | 5 | 25.02 |
| nand3b_1 | 2 | 15.01 |
| xnor2_1 | 6 | 52.55 |
| nand4_2 | 2 | 25.02 |
| a21oi_2 | 10 | 87.58 |
| inv_1 | 10 | 37.54 |
==> power by group <==
part	switching, mW	internal [mW]	total [mW]
Sequential	0.0632	0.413	0.476
Combinational	0.0772	0.0912	0.168
Clock	0.133	0.165	0.298
Total	0.274	0.669	0.942
==> layout make-up <==
| class | instances | share of cell area (%) |
|---|---|---|
| multi-input combinational | 158 | 48.18 |
| sequential | 32 | 32.34 |
| timing repair buffer | 28 | 10.80 |
| clock buffer | 8 | 3.633 |
| tap | 70 | 3.532 |
| inverter | 10 | 1.514 |
==> critical path, cell delays in order <==
cell             delay [ps]
clkdlybuf4s50_1         470
xor2_1                  170
nor4_2                  330
nand4_2                 200
nor3_2                  220
clkdlybuf4s50_1         480
==> per-layer routing <==
metal,vias up,share of wire (%),global-route usage (%),wire length (µm)
li1,757,-,-,-
met1,709,51,25.51,2033
met3,5,4.6,2.949,183
met5,-,0,0,0
met4,0,1.4,1.852,57
met2,34,43,22.92,1705
==> worst max-delay path by stage <==
| stage | from | to | cells past startpoint |
|---|---|---|---|
| 5_1_grt | dvsr_i[14] | done_tick_o | 6 |
| 6_report | dvsr_i[14] | done_tick_o | 6 |
| 4_1_cts | dvsr_i[14] | done_tick_o | 6 |
==> cells by family after synthesis <==
kind of cell | Yosys count | share of synthesized area, %
AND/OR/NAND/NOR | 62 | 17.50
XOR/XNOR | 45 | 18.13
adder cells (fa/ha/maj) | 3 | 1.727
other | 1 | 0.1725
AND-OR/OR-AND | 31 | 12.26
buffers and inverters | 32 | 10.07
multiplexers | 6 | 3.224
flip-flops | 32 | 36.90
==> metrics by stage <==
stage | util [%] | setup slack, ps
2_1_floorplan | - | 1151
3_3_place_gp | 46.11 | 94.52
3_5_place_dp | 46.11 | 122.8
4_1_cts | 47.85 | 91.97
5_1_grt | 47.94 | 57.46
6_report | 47.94 | 164.3
==> layout by cell type (no fill, tap or decap), drive strengths merged, types with 3 or more instances in the layout <==
master and instances:
nand3 10, o311ai 3, nor2 5, inv 10, ha 3, clkdlybuf4s50 23, buf 5, mux2 5
nand2 15, xnor2 6, dfrtp 31, o211ai 4, xor2 39, nor3 4, nand4 5, conb 11
nor4 8, clkbuf 8, a21oi 15
Power and IR drop assume default switching activity.
